===== flow/config.mk =====
export PLATFORM = sky130hd
export DESIGN_NAME = sync_fifo
export DESIGN_NICKNAME = sync_fifo
export VERILOG_FILES = /design/flow/design.v
export SDC_FILE = /design/flow/constraint.sdc
export NUM_CORES = 4
export LEC_CHECK = 1
export CORE_UTILIZATION = 40

===== flow/constraint.sdc =====
current_design sync_fifo

set clk_period 7.2
set clk_io_pct 0.2

create_clock -name clk0 -period $clk_period [get_ports {clk_i}]

set non_clock_inputs [all_inputs -no_clocks]
set_input_delay [expr $clk_period * $clk_io_pct] -clock clk0 $non_clock_inputs
set_output_delay [expr $clk_period * $clk_io_pct] -clock clk0 [all_outputs]

===== flow/design.v =====
module sync_fifo #(
    parameter DATA_WIDTH = 32,
    parameter DATA_DEPTH = 8,
    parameter CNT_WIDTH  = $clog2(DATA_DEPTH)
) (
    input  wire                  clk_i,
    input  wire                  rstn_i,
    output wire                  wr_rdy_o,
    input  wire                  wr_vld_i,
    input  wire [DATA_WIDTH-1:0] wr_data_i,
    input  wire                  rd_rdy_i,
    output reg                   rd_vld_o,
    output reg  [DATA_WIDTH-1:0] rd_data_o,
    output wire                  full_o,
    output wire                  empty_o,
    output wire [   CNT_WIDTH:0] elem_cnt_o
);
    reg  [ CNT_WIDTH-1:0] wr_ptr;
    reg  [ CNT_WIDTH-1:0] rd_ptr;
    reg  [   CNT_WIDTH:0] elem_cnt;
    reg  [DATA_WIDTH-1:0] ram        [0:DATA_DEPTH-1];
    wire                  wr_valid;
    wire                  rd_valid;
    wire                  rd_preread;
    wire                  empty;
    wire                  full;
    assign elem_cnt_o = elem_cnt;
    assign full       = elem_cnt == DATA_DEPTH;
    assign empty      = elem_cnt == 0;
    assign full_o     = full;
    assign empty_o    = !rd_vld_o && empty;
    assign wr_rdy_o   = !full;
    assign wr_valid   = wr_vld_i && wr_rdy_o;
    assign rd_preread = !rd_vld_o || rd_rdy_i;
    assign rd_valid   = rd_preread && (!empty);
    always @(posedge clk_i or negedge rstn_i) begin
        if (!rstn_i) begin
            elem_cnt <= 'b0;
        end else begin
            if (rd_valid && wr_valid) begin
                elem_cnt <= elem_cnt;
            end else if (rd_valid) begin
                elem_cnt <= elem_cnt - 1;
            end else if (wr_valid) begin
                elem_cnt <= elem_cnt + 1;
            end else begin
                elem_cnt <= elem_cnt;
            end
        end
    end
    always @(posedge clk_i or negedge rstn_i) begin
        if (!rstn_i) begin
            rd_vld_o <= 1'b0;
        end else begin
            if (rd_preread) begin
                rd_vld_o <= !empty;
            end
        end
    end
    always @(posedge clk_i or negedge rstn_i) begin
        if (!rstn_i) begin
            rd_data_o <= 'b0;
        end else begin
            if (rd_preread) begin
                rd_data_o <= ram[rd_ptr];
            end
        end
    end
    always @(posedge clk_i or negedge rstn_i) begin
        if (!rstn_i) begin
            rd_ptr <= 'd0;
        end else begin
            if (rd_valid) begin
                rd_ptr <= rd_ptr + 1;
            end else begin
                rd_ptr <= rd_ptr;
            end
        end
    end
    integer i;
    always @(posedge clk_i or negedge rstn_i) begin
        if (!rstn_i) begin
            for (i = 0; i < DATA_DEPTH; i = i + 1) begin
                ram[i] <= 'd0;
            end
        end else begin
            if (wr_valid) begin
                ram[wr_ptr] <= wr_data_i;
            end
        end
    end
    always @(posedge clk_i or negedge rstn_i) begin
        if (!rstn_i) begin
            wr_ptr <= 'd0;
        end else begin
            if (wr_valid) begin
                wr_ptr <= wr_ptr + 1;
            end else begin
                wr_ptr <= wr_ptr;
            end
        end
    end
endmodule

===== flow/run.sh =====
#!/bin/bash
# OpenROAD 26Q1-2900-gdf79404cd8, Yosys 0.63+post, stock flow scripts
make -C /OpenROAD-flow-scripts/flow DESIGN_CONFIG=/design/flow/config.mk WORK_HOME=/design/flow/orfs finish

==> qor.yml <==
status:
  outcome: "completed"
clock_network:
  ctsResizeCount: 0
  holdBufCountCts: 0
  cts_tree: "built"
  htreeDepth: 1
  clk_latency_ns: 0.55
  numCtsBuffers: 31
  cts_root_buffer: "clkbuf_16"
  cts_setup_buffers: 0
  ctsLongestPathBuffers: 3
  cts.sinks: 299
  clk_pin_slew_ns: 0.06
setup_path:
  worstSetupPathType: "flip-flop to primary output"
  slowest_delay_ns: 0.59
  critPathLaunchType: "flip-flop"
  crit_arrival_ns: 2.16
  crit_chain: "or4_4 -> nor2_1 -> clkdlybuf4s50_1"
  end_kind: "primary output"
  worstPathRequired_ns: 5.76
  worstRegToRegCells: 9
  cpMaxStageDelayCell: "or4_4"
  worst-path-max-fanout: 7
power:
  cellLeakagePower_nw: 6.750
  combinationalPowerShare_pct: 37.3
  p_sw_share_pct: 31.73
  powerDensity_nw_per_um2: 481.7
  pwr-share-clk_pct: 22.5
  peakVddDrop_mv: 0.2398
  power.switching_mw: 2.363
  pwr-share-seq_pct: 40.2
  intPower_mw: 5.083
final_timing:
  setup_violations: 0
  max_slew_margin_pct: 49.10
  hold_viol_final: 0
  fmax_ghz: 0.2780
  worst_pin_slew_ns: 0.7635
  tns_ns: 0
  rsz0062_at_grt: "no"
  finClkSkew_ns: 0.01233
  final_max_slew_viol_count: 0
  finalClockPeriodUsage_pct: 49.96
  timing.final.crit_period_ns: 3.597
logic_synthesis:
  synthArstFlopShare_pct: 100.0
  ys_cells: 943
  ys_types: 42
  synth_area_sq_um: 13240
  top_area_cell: "dfrtp_1"
  yosysSeqAreaShare_pct: 56.53
  synth-edff-count: 0
  yosys.area.top_type_share_pct: 56.53
  yosys_warnings: 2
  flop_cell: "dfrtp_1"
  common_cells: "dfrtp_1, mux2_2, o21ai_0"
  synth_flops: 299
  most_common_cell: "dfrtp_1"
  synth_cells: 943
  synth_area_per_cell_sq_um: 14.04
  yosysChipArea_sq_um: 13240
  top_cells_by_area: "dfrtp_1, mux2_2, mux2_4, o21ai_0, a221oi_1"
grt:
  grt_max_degree: 62
  grt_overflow_total: 0
  antenna_found_initial: 0
  grt_pass1_wl_um: 48670
  grt_pass1_vias: 8446
  grt_usage_pct: 19.45
flow_run:
  warnings: 33
  max_cap_viol_count: 0
floorplanning:
  die_w_um: 183.9
  rows: 66
  chip_area_sq_um: 33820
  fp_util_pct: 40.68
  io_pins: 76
  die_h_um: 183.9
  core-area_sq_um: 32540
routing:
  routed-via-count: 8006
  via_per_inst: 5.439
  drc: 0
  finalWirelength_um: 30110
  dr.pass1.iters: 4
  drtIter0Drc: 353
  ant_nets: 0
  wl_per_cell_um: 20.46
  antenna_cells: 0
place:
  placed_area_sq_um: 14380
  gp_congestion: 0.7633
  port-buffer-count: 75
  place_hpwl_um: 16870
min_path:
  min_path_type: "flip-flop to flip-flop"
  min_path_cells: 2
final_layout:
  layout-drive-gt1-share_pct: 36.60
  finalInstanceArea_sq_um: 15460
  fillers: 2863
  area_growth_pct: 16.78
==> worst paths after layout <==
kind | slack, ns | to | from
min reg2reg | 0.47 | rd_data_o[23]$_DFFE_PN0P_ | rd_data_o[23]$_DFFE_PN0P_
max in group asynchronous | 4.77 | ram[3][7]$_DFFE_PN0P_ | rstn_i
max | 3.60 | empty_o | elem_cnt[0]$_DFFE_PN0P_
min | 0.47 | rd_data_o[23]$_DFFE_PN0P_ | rd_data_o[23]$_DFFE_PN0P_
min in group asynchronous | 0.81 | ram[2][16]$_DFFE_PN0P_ | rstn_i
max reg2reg | 3.76 | rd_data_o[30]$_DFFE_PN0P_ | rd_ptr[2]$_DFFE_PN0P_
==> layout by cell type (no fill, tap or decap), types with 5 or more instances in the layout <==
cell | Yosys | final
clkbuf_16 | 0 | 31
nand2_1 | 42 | 41
inv_1 | 7 | 7
o21ai_0 | 56 | 56
o21ai_1 | 11 | 11
mux2_4 | 30 | 30
ha_1 | 13 | 11
a222oi_1 | 10 | 10
a211oi_1 | 7 | 7
mux2_2 | 253 | 253
buf_4 | 0 | 24
o211a_1 | 21 | 21
a21oi_1 | 5 | 5
clkbuf_1 | 31 | 5
a22o_1 | 22 | 22
clkbuf_8 | 0 | 9
a22oi_1 | 19 | 19
a221o_1 | 7 | 7
clkdlybuf4s50_1 | 0 | 74
clkinv_2 | 0 | 7
a221oi_1 | 31 | 31
dfrtp_1 | 299 | 298
xnor2_1 | 6 | 6
==> kinds of logic after synthesis <==
logic type      share of synthesized area, %
flops                                  56.53
mux                                    25.27
compound gates                         10.69
buf+inv                                3.006
simple gates                           2.883
fa+ha+maj                              1.229
xor+xnor                              0.3970
==> per-stage QoR <==
stage	total power, mW	hold slack (ns)	worst slack [ns]	utilization, %	cells
detailed placement	5.804	0.4696	3.376	44.19	1415
global placement	5.738	0.4627	3.400	44.19	1415
global route	7.928	0.5057	3.499	47.51	1472
CTS	7.523	0.4832	3.567	47.51	1472
finish	7.446	0.4747	3.603	47.51	1472
floorplan	4.884	0.4257	4.469	-	943
==> worst max-delay path: cells and delay by family (launching register included) <==
kind	cells	cell delay, ns
and+or+nand+nor	2	0.70
DFF	1	0.45
buffers and inverters	1	0.46
==> power groups by stage <==
stage         Combinational, mW  Sequential (mW)  Clock [mW]
CTS                        2.82             2.99        1.71
global route               3.04             3.10        1.78
finish                     2.78             2.99        1.68
==> registers in the layout (all words and copies together), names as in the netlist <==
register   count
wr_ptr         3
rd_data_o     32
rd_ptr         3
rd_vld_o       1
elem_cnt       4
ram          256
==> area by class of cell <==
type,instances,area (sq um),share of cell area (%)
sequential,299,7483,48.41
multi-input combinational,567,5374,34.77
timing repair buffer,99,935.9,6.055
clock buffer,45,918.4,5.941
tap,442,553.0,3.578
clock inverter,12,162.7,1.052
inverter,8,30.03,0.1943
==> routing by layer <==
layer / GRT usage, % / share of wire, % / wire, um
met1: 30.97 / 48 / 14470
met2: 29.42 / 46 / 13760
met3: 3.958 / 4.9 / 1480
met4: 2.600 / 1.4 / 408
met5: 0 / 0 / 0
No activity file was given, so power comes from the tool's default toggle rates.
