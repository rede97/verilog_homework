`./run.sh`:
```
#!/bin/bash
# OpenROAD 26Q1-2900-gdf79404cd8, Yosys 0.63+post, stock flow scripts
make -C /OpenROAD-flow-scripts/flow DESIGN_CONFIG=/design/flow/config.mk WORK_HOME=/design/flow/orfs finish
```
`./config.mk`:
```
export PLATFORM = sky130hd
export DESIGN_NAME = async_fifo
export DESIGN_NICKNAME = async_fifo
export VERILOG_FILES = /design/flow/design.v
export SDC_FILE = /design/flow/constraint.sdc
export NUM_CORES = 4
export LEC_CHECK = 1
export CORE_UTILIZATION = 50
```
`./constraint.sdc`:
```
current_design async_fifo

set clk_period 3.4
set clk_io_pct 0.2

create_clock -name clk0 -period $clk_period [get_ports {rd_clk_i}]
create_clock -name clk1 -period $clk_period [get_ports {wr_clk_i}]

set non_clock_inputs [all_inputs -no_clocks]
set_input_delay [expr $clk_period * $clk_io_pct] -clock clk0 $non_clock_inputs
set_output_delay [expr $clk_period * $clk_io_pct] -clock clk0 [all_outputs]
```
`./design.v`:
```
module async_fifo #(
    parameter DATA_WIDTH = 8,
    parameter FIFO_DEPTH = 8
) (
    input  wire                  rstn_i,
    input  wire                  wr_clk_i,
    input  wire                  wr_en_i,
    input  wire [DATA_WIDTH-1:0] wr_data_i,
    output wire                  full_o,
    input  wire                  rd_clk_i,
    input  wire                  rd_en_i,
    output wire [DATA_WIDTH-1:0] rd_data_o,
    output wire                  empty_o
);
    localparam CNT_WIDTH = $clog2(FIFO_DEPTH);
    wire [CNT_WIDTH-1:0] wr_addr, rd_addr;
    wire [CNT_WIDTH:0] wr_ptr_gray, rd_ptr_gray;
    wire [CNT_WIDTH:0] wr_ptr_gray_synced, rd_ptr_gray_synced;
    dual_port_mem #(
        .DATA_WIDTH(DATA_WIDTH),
        .DATA_DEPTH(FIFO_DEPTH)
    ) dual_port_mem_u0 (
        .rstn_i   (rstn_i),
        .rd_clk_i (rd_clk_i),
        .rd_addr_i(rd_addr),
        .rd_data_o(rd_data_o),
        .wr_clk_i (wr_clk_i),
        .wr_en_i  (wr_en_i),
        .wr_en_n_i(full_o),
        .wr_addr_i(wr_addr),
        .wr_data_i(wr_data_i)
    );
    counter_wrpper #(
        .CNT_WIDTH(CNT_WIDTH)
    ) rd_counter_u1 (
        .clk_i         (rd_clk_i),
        .rstn_i        (rstn_i),
        .cnt_en_i      (rd_en_i),
        .cnt_forbiden_i(empty_o),
        .addr_o        (rd_addr),
        .ptr_gray_o    (rd_ptr_gray)
    );
    rd_empty #(
        .WIDTH(CNT_WIDTH + 1)
    ) rd_empty_u2 (
        .rd_ptr_gray_i(rd_ptr_gray),
        .wr_ptr_gray_i(wr_ptr_gray_synced),
        .empty_o      (empty_o)
    );
    counter_wrpper #(
        .CNT_WIDTH(CNT_WIDTH)
    ) wr_counter_u3 (
        .clk_i         (wr_clk_i),
        .rstn_i        (rstn_i),
        .cnt_en_i      (wr_en_i),
        .cnt_forbiden_i(full_o),
        .addr_o        (wr_addr),
        .ptr_gray_o    (wr_ptr_gray)
    );
    wr_full #(
        .WIDTH(CNT_WIDTH + 1)
    ) wr_full_u4 (
        .rd_ptr_gray_i(rd_ptr_gray_synced),
        .wr_ptr_gray_i(wr_ptr_gray),
        .full_o       (full_o)
    );
    general_syncer #(
        .FISTR_EDGE(1),
        .LAST_EDGE(1),
        .MID_STAGE_NUM(0),
        .DATA_WIDTH(CNT_WIDTH + 1)
    ) rd_ptr_gray_syncer_u5 (
        .clk_i        (wr_clk_i),
        .rstn_i       (rstn_i),
        .data_unsync_i(rd_ptr_gray),
        .data_synced_o(rd_ptr_gray_synced)
    );
    general_syncer #(
        .FISTR_EDGE(1),
        .LAST_EDGE(1),
        .MID_STAGE_NUM(0),
        .DATA_WIDTH(CNT_WIDTH + 1)
    ) wr_ptr_gray_syncer_u6 (
        .clk_i        (rd_clk_i),
        .rstn_i       (rstn_i),
        .data_unsync_i(wr_ptr_gray),
        .data_synced_o(wr_ptr_gray_synced)
    );
endmodule
module bin2gray #(
    parameter DATA_WIDTH = 8
) (
    input  wire [DATA_WIDTH-1:0] data_bin_i,   
    output wire [DATA_WIDTH-1:0] data_gray_o   
);
    assign data_gray_o = (data_bin_i >> 1) ^ data_bin_i;
endmodule
module counter_wrpper #(
    parameter CNT_WIDTH = 5
) (
    input  wire                 clk_i,            
    input  wire                 rstn_i,           
    input  wire                 cnt_en_i,         
    input  wire                 cnt_forbiden_i,   
    output wire [CNT_WIDTH-1:0] addr_o,           
    output reg  [  CNT_WIDTH:0] ptr_gray_o        
);
    reg  [CNT_WIDTH:0] counter;   
    wire [CNT_WIDTH:0] ptr_gray;
    assign addr_o = counter[CNT_WIDTH-1:0];
    always @(posedge clk_i or negedge rstn_i) begin
        if (!rstn_i) begin
            counter <= 'h0;
        end else begin
            if (cnt_en_i && !cnt_forbiden_i) begin
                counter <= counter + 'h1;
            end
        end
    end
    always @(posedge clk_i or negedge rstn_i) begin
        if (!rstn_i) begin
            ptr_gray_o <= 'h0;
        end else begin
            ptr_gray_o <= ptr_gray;
        end
    end
    bin2gray #(
        .DATA_WIDTH(CNT_WIDTH + 1)
    ) bin2gray_u0 (
        .data_bin_i (counter),
        .data_gray_o(ptr_gray)
    );
endmodule
module dual_port_mem #(
    parameter DATA_WIDTH = 8,
    parameter DATA_DEPTH = 32,
    parameter ADDR_WIDTH = $clog2(DATA_DEPTH)
) (
    input  wire                  rstn_i,      
    input  wire                  rd_clk_i,
    input  wire [ADDR_WIDTH-1:0] rd_addr_i,
    output reg  [DATA_DEPTH-1:0] rd_data_o,
    input  wire                  wr_clk_i,
    input  wire                  wr_en_i,
    input  wire                  wr_en_n_i,
    input  wire [ADDR_WIDTH-1:0] wr_addr_i,
    input  wire [DATA_DEPTH-1:0] wr_data_i
);
    reg [DATA_WIDTH-1:0] mem[0:DATA_DEPTH-1];
    always @(posedge rd_clk_i or negedge rstn_i) begin
        if (!rstn_i) begin
            rd_data_o <= 'h0;
        end else begin
            rd_data_o <= mem[rd_addr_i];
        end
    end
    integer i;
    always @(posedge wr_clk_i or negedge rstn_i) begin
        if (!rstn_i) begin
            for (i = 0; i < DATA_DEPTH; i = i + 1) begin
                mem[i] <= 'h0;
            end
        end else begin
            if (wr_en_i && !wr_en_n_i) begin
                mem[wr_addr_i] <= wr_data_i;
            end
        end
    end
endmodule
module general_syncer #(
    parameter FISTR_EDGE    = 1,   
    parameter LAST_EDGE     = 1,   
    parameter MID_STAGE_NUM = 1,   
    parameter DATA_WIDTH    = 32
) (
    input  wire                  clk_i,           
    input  wire                  rstn_i,          
    input  wire [DATA_WIDTH-1:0] data_unsync_i,   
    output wire [DATA_WIDTH-1:0] data_synced_o    
);
    reg [DATA_WIDTH-1:0] first_stage;   
    reg [DATA_WIDTH-1:0] last_stage;   
    reg [DATA_WIDTH-1:0] middle_stage[0:MID_STAGE_NUM-1];   
    wire [DATA_WIDTH-1:0] middle_stage_data;
    assign data_synced_o = last_stage;
    generate
        if (FISTR_EDGE == 0) begin
            always @(negedge clk_i or negedge rstn_i) begin
                if (!rstn_i) begin
                    first_stage <= 'h0;
                end else begin
                    first_stage <= data_unsync_i;
                end
            end
        end else begin
            always @(posedge clk_i or negedge rstn_i) begin
                if (!rstn_i) begin
                    first_stage <= 'h0;
                end else begin
                    first_stage <= data_unsync_i;
                end
            end
        end
    endgenerate
    genvar i;
    generate
        if (MID_STAGE_NUM == 0) begin
            assign middle_stage_data = first_stage;
        end else begin
            assign middle_stage_data = middle_stage[MID_STAGE_NUM-1];
            always @(posedge clk_i or negedge rstn_i) begin
                if (!rstn_i) begin
                    middle_stage[0] <= 'h0;
                end else begin
                    middle_stage[0] <= first_stage;
                end
            end
            for (i = 1; i < MID_STAGE_NUM; i = i + 1) begin : gen_middle_stage
                always @(posedge clk_i or negedge rstn_i) begin
                    if (!rstn_i) begin
                        middle_stage[i] <= 'h0;
                    end else begin
                        middle_stage[i] <= middle_stage[i-1];
                    end
                end
            end
        end
    endgenerate
    generate
        if (LAST_EDGE == 0) begin
            always @(negedge clk_i or negedge rstn_i) begin
                if (!rstn_i) begin
                    last_stage <= 'h0;
                end else begin
                    last_stage <= middle_stage_data;
                end
            end
        end else begin
            always @(posedge clk_i or negedge rstn_i) begin
                if (!rstn_i) begin
                    last_stage <= 'h0;
                end else begin
                    last_stage <= middle_stage_data;
                end
            end
        end
    endgenerate
endmodule
module rd_empty #(
    parameter WIDTH = 8
) (
    input  wire [WIDTH-1:0] rd_ptr_gray_i,   
    input  wire [WIDTH-1:0] wr_ptr_gray_i,   
    output wire             empty_o          
);
    assign empty_o = rd_ptr_gray_i == wr_ptr_gray_i;
endmodule
module wr_full #(
    parameter WIDTH = 8   
) (
    input  wire [WIDTH-1:0] rd_ptr_gray_i,   
    input  wire [WIDTH-1:0] wr_ptr_gray_i,   
    output wire             full_o           
);
    assign full_o = wr_ptr_gray_i == {~rd_ptr_gray_i[WIDTH-1:WIDTH-2], rd_ptr_gray_i[WIDTH-3:0]};
endmodule
```
==> reports/metrics.cfg <==
[status]
status = finished, final reports clean

[die]
die_area_sq_um = 8980
die-height_um = 94.8
die_x_um = 94.8
core_region_area_sq_um = 8260
rows = 33
initCoreUtil_pct = 52.1
io_pins = 23

[cells_and_area]
fill_cells = 650
regMostFlops = dual_port_mem_u0.mem
post-route-util_pct = 59.7
top_regs = dual_port_mem_u0.mem x64, dual_port_mem_u0.rd_data_o x8
drive_above_1_share_pct = 34.0
largest_register_ffs = 64
syn2layout_area_growth_pct = 14.6

[detailed_routing]
vias_per_cell = 5.60
remaining_drc_errors = 0
totalWireLength_mm = 8.59
vias = 2415
avgRoutedWirePerCell_um = 19.9
drt_iter0_drc = 164
num_antenna_cells = 0
dr.pass1.iters = 4
postRouteAntennaNets = 0

[sta]
rsz0062_at_grt = no
tns_ps = 0
max_slew_margin_pct = 42.5
holdWs_ps = 339
fin_worst_skew_ps = 13.0
report.final.setup_viol = 0
final_max_slew_viol_count = 0
tightest_slew_ps = 858
hold_viol = 0

[worst_setup_path]
crit_path_max_incr_delay_ps = 660
critPathArrivalTime_ps = 2220
critPathMaxFanout = 5
crit_path_top_delay_cell = or4_1
worstPathRequired_ps = 2720
cp_top_family = simple AND/OR/NAND/NOR gates
r2r_slack_ps = 1080
crit_type = reg2out
crit_buf_inv = 2
worstSetupStartpointType = register
endpoint_kind = output port
worstPathCellList = xor2_1 > or4_1 > inv_2 > clkdlybuf4s50_1

[synth]
yosys.area_share.xor_xnor_pct = 2.85
top_logic_kind = multiplexers
yosys_area_sq_um = 4300
seq_area_frac_synth_pct = 60.5
edf_count = 0
ys_dominant_reg_cell = dfrtp_1
ys_cells = 290
synthSimpleGateAreaFrac_pct = 4.65
yosys-top-cells-count = 104 x dfrtp_1, 73 x mux2_2, 14 x ha_1
aoi_share_pct = 5.99
syn_inst = 290
async_flop_share_pct = 100
ys_warn_count = 4
syn-cell-area_sq_um = 4300
fa_ha_area_share_pct = 4.07
synth.top_cells.by_area = dfrtp_1 61%, mux2_2 19%, ha_1 4.1%
synth_top_cell_by_count = dfrtp_1
synth_cell_types = 31
synthMuxAreaShare_pct = 19.9
netlist.area_leader.share_pct = 60.5
top_area_cell = dfrtp_1
synth_area_per_cell_sq_um = 14.8
ys.flops = 104

[clock_network]
ctsResizeCount = 0
post_cts_buffers = 0
cts_tree = yes
clk_pin_slew_ps = 110
clock-sinks = 104
hold_buffers = 0

[pwr]
combPwrFrac_pct = 34.1
p_total_uw = 4920
clkPwrFrac_pct = 20.6
peakVddDrop_mv = 0.437
p_sw_share_pct = 32.4
p_int_uw = 3320
p_leak_uw = 0.00213
p_seq_share_pct = 45.4
power_density_nw_per_um2 = 997
switching_power_uw = 1590

[flow_run]
log.warning_count = 34
drv_cap = 0

[worst_hold_path]
hold_path.class = reg2reg

[place]
gp_congestion = 0.794
hpwl_mm = 5.27
port_buffers = 21

[global_routing]
grt_pass1_wl_mm = 14.0
grt_pass1_vias = 2495
grtUsageTotal_pct = 22.4
grt_max_degree = 56
overflow = 0
antenna_found_initial = 0

==> layout make-up <==
type,count,area [sq um],area share [%]
clock inverters,7,106,2.16
flip-flops and latches,104,2600,52.8
multi-input cells,167,1610,32.7
well taps,105,131,2.66
repair buffers,28,273,5.53
clock buffers,13,179,3.63
inverters,7,26.3,0.533
==> layout by cell type (no fill, tap or decap), types with 5 or more instances in the layout <==
master	n
xnor2_1	5
nor2_1	5
a222oi_1	8
mux2_2	73
xor2_1	9
a221oi_1	8
buf_4	7
dfrtp_1	104
inv_1	6
nand2_1	13
o21ai_0	6
clkdlybuf4s50_1	20
clkbuf_8	13
ha_1	14
==> stage by stage <==
step / area [sq um] / cells / setup WS [ps]
after global routing: 4930 / 431 / 386
final: 4930 / 431 / 500
after detailed placement: 4640 / 411 / 730
after global placement: 4640 / 411 / 761
after floorplan: 4300 / 290 / 1380
after CTS: 4930 / 431 / 479
==> worst reg2reg max path, stage by stage, from the launching register on <==
cell      delay, ps
dfrtp_1         450
inv_1           110
ha_1            610
nor4_1          140
nand2b_1        500
mux2_2          410
==> power groups by stage <==
stage / logic, uW / clock network (uW) / registers (uW)
4_1_cts: 1690 / 1040 / 2230
5_1_grt: 1860 / 1090 / 2320
6_report: 1670 / 1010 / 2230
==> path summary, 6_finish.rpt <==
path | from | end | cells after the start
min in group asynchronous | rstn_i | rd_ptr_gray_syncer_u5.first_stage[3] | 1
max in group clk1 | rd_ptr_gray_syncer_u5.last_stage[2] | dual_port_mem_u0.mem[0][3] | 5
max reg2reg | rd_counter_u1.counter[0] | dual_port_mem_u0.rd_data_o[5] | 5
min | wr_ptr_gray_syncer_u6.first_stage[1] | wr_ptr_gray_syncer_u6.last_stage[1] | 0
max | wr_counter_u3.ptr_gray_o[1] | full_o | 4
min in group clk1 | rd_counter_u1.ptr_gray_o[3] | rd_ptr_gray_syncer_u5.first_stage[3] | 0
min reg2reg | wr_ptr_gray_syncer_u6.first_stage[1] | wr_ptr_gray_syncer_u6.last_stage[1] | 0
max in group asynchronous | rstn_i | dual_port_mem_u0.rd_data_o[1] | 2
==> logic make-up after synthesis <==
| family | Yosys count |
|---|---|
| buf+inv | 19 |
| compound gates | 30 |
| mux | 76 |
| fa+ha+maj | 14 |
| flops | 104 |
| simple gates | 33 |
| xor+xnor | 14 |
==> per-layer routing <==
layer / wire length, um / vias to the layer above / track usage [%]
met2: 3500 / 57 / 28.7
met4: 168 / 0 / 4.04
li1: - / 1117 / -
met5: 0 / - / 0
met1: 4410 / 1226 / 41.0
met3: 503 / 15 / 5.88
Power is estimated from default activity; no workload was simulated.
